**flow/design.v**
```verilog
module POR_RESET(
    clk,
    rst_l,
    in,
    out);
	 parameter COUNT_WIDTH = 24;
	 parameter COUNT_MAX =  5000000;  
    input clk;
    input rst_l;
    input in;
    output out;
    reg out;
    reg [COUNT_WIDTH-1:0] count;
    always @(posedge clk or negedge rst_l)
    if(~rst_l) begin
        count[COUNT_WIDTH-1:0] = COUNT_MAX;
    end
    else begin
        if (in == 1) begin
            count[COUNT_WIDTH-1:0] = 0;
        end
        else begin
            count[COUNT_WIDTH-1:0] = count[COUNT_WIDTH-1:0] < COUNT_MAX ? 
                                                count[COUNT_WIDTH-1:0]+1 : count[COUNT_WIDTH-1:0];
        end
    end
    always @(posedge clk)
    if (count[COUNT_WIDTH-1:0] < COUNT_MAX) begin
        out <= 1'b0;
    end
    else begin
        out <= 1'b1;
    end
endmodule
```
**flow/run.sh**
```bash
#!/bin/bash
# OpenROAD 26Q1-2900-gdf79404cd8, Yosys 0.63+post, stock flow scripts
make -C /OpenROAD-flow-scripts/flow DESIGN_CONFIG=/design/flow/config.mk WORK_HOME=/design/flow/orfs finish
```
**flow/config.mk**
```make
export PLATFORM = sky130hd
export DESIGN_NAME = POR_RESET
export DESIGN_NICKNAME = POR_RESET
export VERILOG_FILES = /design/flow/design.v
export SDC_FILE = /design/flow/constraint.sdc
export NUM_CORES = 4
export LEC_CHECK = 1
export CORE_AREA = 10 10 102 102
export DIE_AREA = 0 0 112 112
```
**flow/constraint.sdc**
```tcl
current_design POR_RESET

set clk_period 4.0
set clk_io_pct 0.2

create_clock -name clk0 -period $clk_period [get_ports {clk}]

set non_clock_inputs [all_inputs -no_clocks]
set_input_delay [expr $clk_period * $clk_io_pct] -clock clk0 $non_clock_inputs
set_output_delay [expr $clk_period * $clk_io_pct] -clock clk0 [all_outputs]
```
==> impl_metrics.env <==
# physical design summary
export IMPL_power_density_nw_per_um2=256.5
export IMPL_die_h_um=112
export IMPL_yosys_register_bits=25
export IMPL_cts_root_buf="clkbuf_8"
export IMPL_fin_worst_skew_ns=0.003167
export IMPL_min_period_ns=2.190
export IMPL_drtAntennaViolNets=0
export IMPL_wl_met1_mm=1.504
export IMPL_p_leak_nw=0.6488
export IMPL_min_path_type="reg2reg"
export IMPL_status="finished clean"
export IMPL_groute_usage_overall_pct=4.739
export IMPL_seq_area_frac_synth_pct=43.11
export IMPL_syn_cell_area_um2=1463
export IMPL_hpwl_mm=2.020
export IMPL_max_slew_margin_pct=40.84
export IMPL_enable_flop_cells=0
export IMPL_first_iter_violations=62
export IMPL_top_layer="met4"
export IMPL_layout_cells_non_filler=269
export IMPL_register_area_um2=630.6
export IMPL_cts_made_buffers=3
export IMPL_final_hold_viol_count=0
export IMPL_worstSetupStartpointType="flip-flop"
export IMPL_place_ws_ns=1.558
export IMPL_syn_to_final_growth_pct=14.37
export IMPL_cap_violations=0
export IMPL_antenna_found_initial=0
export IMPL_crit_fanout=21
export IMPL_place_congestion=0.8003
export IMPL_rows=33
export IMPL_wl_met3_um=126
export IMPL_post_cts_setup_buffer_count=0
export IMPL_fmax_ghz=0.4565
export IMPL_ir_drop_uv=133.4
export IMPL_placedCellCount=265
export IMPL_wl_met2_mm=1.265
export IMPL_rsz0062_at_grt="false"
export IMPL_postCtsHoldBufs=0
export IMPL_clock_sinks=25
export IMPL_tns_ns=0
export IMPL_grt_pass1_wl_mm=5.250
export IMPL_fp_utilization_pct=17.80
export IMPL_core_um2=8217
export IMPL_synth_main_ff_cell="dfrtp_1"
export IMPL_die_w_um=112
export IMPL_combGateArea_um2=790.8
export IMPL_drc=0
export IMPL_setup_viol=0
export IMPL_antenna_diode_count=0
export IMPL_fin_area_um2=1673
export IMPL_crit_path_end_kind="flip-flop"
export IMPL_place_area_um2=1628
export IMPL_grt_overflow_total=0
export IMPL_vias_per_cell=4.249
export IMPL_nFillCells=881
export IMPL_drv_slew=0
export IMPL_clockBufferDepth=2
export IMPL_wirelength_mm=2.914
export IMPL_dieArea_um2=12540
export IMPL_portBuffers=3
export IMPL_cts_resized=0
export IMPL_cts_tree="yes"
export IMPL_clk_pin_slew_worst_paths_ns=0.09
export IMPL_insertion_delay_ns=0.27
export IMPL_ios=4
export IMPL_yosysWarnings=1
export IMPL_worstPathArrival_ns=2.34
export IMPL_h_tree_depth=1
export IMPL_wl_per_cell_um=10.83
export IMPL_ys_area_um2=1463
export IMPL_fin_ws_ns=1.810
export IMPL_postSynthAreaPerCell_um2=9.142
export IMPL_worstPathRequired_ns=4.15
export IMPL_grt_pass1_vias=1135
export IMPL_yosys_cells=160
export IMPL_via_count=1143
export IMPL_layout_drive_gt1_share_pct=13.41
export IMPL_async_flop_share_pct=96.00
export IMPL_warnings=25
export IMPL_grt_max_degree=26
export IMPL_period_used_pct=54.76
export IMPL_dr_pass1_iters=4
export IMPL_synth_cells=160
export IMPL_worst_pin_slew_ns=0.8846
export IMPL_ys_types=41
export IMPL_setup_worst_path_class="reg2reg"
## metal layers
metal,vias to the layer above,global-route usage (%)
li1,586,-
met1,532,6.730
met2,23,7.343
met3,2,1.140
met4,0,0.5922
met5,-,0
## path summary, 6_finish.rpt
path	from	end	slack, ns	cells past startpoint
setup / recovery	count[21]	count[12]	1.81	6
hold / removal	count[8]	count[8]	0.52	2
setup reg to reg	count[21]	count[12]	1.81	6
hold reg to reg	count[8]	count[8]	0.52	2
max in group asynchronous	rst_l	count[22]	2.82	2
min in group asynchronous	rst_l	count[13]	0.89	2
## state kept, by name, summed over array words and instances (netlist names)
name and flops:
out 1, count 24
## stage by stage
step,util [%],total power (W),hold slack (ns)
floorplan,-,0.0002733,0.4836
detailed placement,19.81,0.0002850,0.5084
CTS,20.36,0.0004366,0.5214
global placement,19.81,0.0002844,0.5177
global route,20.36,0.0004532,0.5428
finish,20.36,0.0004291,0.5182
## layout make-up
cell class                      count  area share (%)
Inverter                            6           1.346
Tap cell                          105           7.853
Multi-Input combinational cell    123           47.27
Sequential cell                    25           37.70
Timing Repair Buffer                6           3.141
Clock buffer                        4           2.693
## critical path, cell delays in order (launching register included)
cell and delay (ns):
dfrtp_1 0.41, or2_1 0.29, a221o_1 0.42, a31oi_2 0.15
buf_4 0.27, and4_1 0.23, mux2_1 0.32
## layout by cell type (no fill, tap or decap), types with 6 or more instances in the layout
cell	instances
a21oi_1	7
dfrtp_1	16
dfstp_2	8
inv_1	6
mux2_1	6
nand2_1	10
nand3_1	9
nand4_1	10
nor2_1	23
nor2b_1	7
## cell usage after synthesis (2+ instances only)
cell | instances | share of area (%)
nor2_1 | 23 | 5.9
or4_1 | 2 | 1.0
a311oi_1 | 2 | 1.2
dfrtp_1 | 16 | 27
xor2_1 | 5 | 3.0
inv_1 | 6 | 1.5
buf_2 | 2 | 0.68
nand3_1 | 9 | 3.1
a21o_1 | 3 | 1.5
clkbuf_1 | 4 | 1.0
xnor2_1 | 2 | 1.2
dfstp_2 | 8 | 14
o21ai_0 | 3 | 1.0
and4_1 | 3 | 1.8
a21oi_1 | 7 | 2.4
nor2b_1 | 7 | 3.0
and2_1 | 3 | 1.3
mux2_1 | 6 | 4.6
nand4_1 | 10 | 4.3
or2_1 | 2 | 0.86
and3_1 | 4 | 1.7
nand2_1 | 10 | 2.6
a31o_2 | 2 | 1.2
nor3_1 | 3 | 1.0
nand2b_1 | 2 | 0.86
## kinds of logic after synthesis
group           share of synthesized area (%)
simple gates                            31.99
flops                                   43.11
compound gates                          11.29
buf+inv                                 3.250
xor+xnor                                4.192
mux                                     5.303
fa+ha+maj                              0.8553
## power by group
group          switching, W  internal (W)  total [W]
Sequential       0.00000298      0.000255   0.000258
Clock             0.0000784     0.0000712   0.000150
Combinational     0.0000137    0.00000756  0.0000213
Total             0.0000951      0.000334   0.000429
Power is estimated from default activity; no workload was simulated.
