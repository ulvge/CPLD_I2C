==> design/flow/design.v <==
module check_1hz(
    clk,
    rst_l,
    in,
    out);
	 parameter COUNT_WIDTH = 12;
	 parameter COUNT_MAX = 800;
    input clk;
    input rst_l;
    input in;
    output out;
    reg out;
    reg [COUNT_WIDTH-1:0] count_low;
    reg [COUNT_WIDTH-1:0] count_hi;
    always @(posedge clk or negedge rst_l)
    if(~rst_l) begin
        count_hi[COUNT_WIDTH-1:0] = COUNT_MAX;
        count_low[COUNT_WIDTH-1:0] = COUNT_MAX;
    end
    else begin
        if (in == 1) begin
            count_low[COUNT_WIDTH-1:0] = 0;
            count_hi[COUNT_WIDTH-1:0] = count_hi[COUNT_WIDTH-1:0] < COUNT_MAX ? 
                                                count_hi[COUNT_WIDTH-1:0]+1 : count_hi[COUNT_WIDTH-1:0];
        end
        else begin
            count_low[COUNT_WIDTH-1:0] = count_low[COUNT_WIDTH-1:0] < COUNT_MAX ? 
                                                count_low[COUNT_WIDTH-1:0]+1 : count_low[COUNT_WIDTH-1:0];
            count_hi[COUNT_WIDTH-1:0] = 0;
        end
    end
    always @(posedge clk)
    if ((count_low[COUNT_WIDTH-1:0] < COUNT_MAX) && (count_hi[COUNT_WIDTH-1:0] < COUNT_MAX)) begin
        out <= 1'b1;
    end
    else begin
        out <= 1'b0;
    end
endmodule
==> design/flow/run.sh <==
#!/bin/bash
# OpenROAD 26Q1-2900-gdf79404cd8, Yosys 0.63+post, stock flow scripts
make -C /OpenROAD-flow-scripts/flow DESIGN_CONFIG=/design/flow/config.mk WORK_HOME=/design/flow/orfs finish
==> design/flow/config.mk <==
export PLATFORM = sky130hd
export DESIGN_NAME = check_1hz
export DESIGN_NICKNAME = check_1hz
export VERILOG_FILES = /design/flow/design.v
export SDC_FILE = /design/flow/constraint.sdc
export NUM_CORES = 4
export LEC_CHECK = 1
export CORE_AREA = 10 10 99 99
export DIE_AREA = 0 0 109 109
==> design/flow/constraint.sdc <==
current_design check_1hz

set clk_period 3.1
set clk_io_pct 0.2

create_clock -name clk0 -period $clk_period [get_ports {clk}]

set non_clock_inputs [all_inputs -no_clocks]
set_input_delay [expr $clk_period * $clk_io_pct] -clock clk0 $non_clock_inputs
set_output_delay [expr $clk_period * $clk_io_pct] -clock clk0 [all_outputs]
==> run summary <==
Reports from this run.

- The max-slew violation count reads 0.
- In the setup report, the worst path falls into the class input port to flop.
- The run finished with clean final reports.
- After routing, the total negative slack on setup checks comes to 0 ns.
- The skew report gives the latency at the later pin of the worst-skew pair as 0.26 ns.
- The number of hold-slack violations in the final timing report reads 0.
- The combinational share of power is 5.1%.
- For this design the ratio of total power to cell area is 395 nW/um^2.
- Leaving out fill and tap cells, the most frequent cells in the layout are sky130_fd_sc_hd__nor2_1 (19), sky130_fd_sc_hd__dfrtp_1 (18), sky130_fd_sc_hd__nand3_1 (12).
- The overall routing resource usage is 3.60%.
- The max-capacitance violation count reads 0.
- Per STA, the worst path is made up of clkdlybuf4s50_1 > clkinv_1 > a21oi_1.
- The first-pass GRT wire length reads 3790 um.
- The cell count in the Yosys report reads 116.
- The number of antenna violations at the first check in global routing reads 0.
- The share of the core area taken by cells at floorplan is 15.6%.
- The number of placement rows is 32.
- The async set-reset flop share out of synthesis is 96.0%.
- The antenna violation net count after detailed routing reads 0.
- The number of top-level pins is 4.
- The normalized max-slew margin reads 42.1%.
- Per the repair_timing log after CTS, setup buffers inserted total 0.
- The core area is 7730 um^2.
- The class of the tightest hold or removal check reads flop to flop.
- Per the OpenROAD floorplan log, the width of the die is 109 um.
- STA classifies the critical path startpoint as an input port.
- The sequential group share of total power is 60.9%.
- Per the detail_route report, vias per standard cell equal 3.63.
- The total tool warning count is 25.
- The total DRC errors in the routed layout reads 0.
- The maximum clock path buffer count reads 2.
- The most used flip-flop cell after synthesis is sky130_fd_sc_hd__dfrtp_1.
- Between clock sinks in the finished design, the worst skew comes to 0.00327 ns.
- The fraction of layout cells with a size suffix above 1 is 12.2%.
- The cell family contributing the most delay on the critical path is buffers and inverters.
- The routed wire length per instance is 9.23 um.
- The worst-path cell with the longest stage delay is sky130_fd_sc_hd__clkdlybuf4s50_1.
- The worst endpoint data arrival time is 2.05 ns.
- The share of the clock period used by the worst path is 60.3%.
- The yosys-reported design area after synthesis is 1200 um^2.
- The clock root buffer is sky130_fd_sc_hd__clkbuf_8.
- The total detailed-routing wirelength is 2080 um.
- The average footprint of a synthesized cell reads 10.4 um^2.
- The overall via count from detail_route is 817.
- The number of gates given a new drive strength after cts reads 0.
- The slew of the pin with the lowest slew margin is 0.855 ns.
- The post-synth count of flops with an enable pin is 0.
- The synthesized netlist occupies a cell area of 1200 um^2.
- Clock-pin slew was measured on the worst setup and hold paths at 0.08 ns.
- The leftover overflow at the end of global routing reads 0.
- The post-layout total power reads 556 uW.
- The area overhead of the layout relative to synthesis reads 16.7%.
- The total of buffers placed on input and output ports is 3.
- The total half-perimeter wirelength after legalization and detailed placement reads 1430 um.
- The internal power of the cells reads 435 uW.
- The nature of the critical path endpoint reads a flop.
- The routability congestion estimate from global placement is 0.795.
- The maximum vdd drop reads 0.0936 mV.
- After layout, the minimum clock period comes to 1.87 ns.
- Setup slack on the critical path of the routed design comes to 1.23 ns.
- The highest attainable clock frequency reads 535 MHz.
- The number of different library cells in the post-synthesis netlist reads 33.
- The total CTS buffers reads 3.
- The script reports the combined buffer and inverter count of the critical path as 2.
- The antenna diode count is 0.
- The setup slack at placement is 0.965 ns.
- Once layout is complete, the utilization of the core stands at 18.2%.
- The warning tally printed by Yosys for this design is 1.
- For reference, the top cells by area after synthesis are sky130_fd_sc_hd__dfrtp_1 (37%), sky130_fd_sc_hd__dfstp_2 (13%), sky130_fd_sc_hd__xor2_1 (7.3%).
- Setup repair after global routing left no endpoint under its margin.
- The clock sink count is 25.
- The synthesis stat section lists a flop and latch total of 25.
- Per the cell usage report, the commonest logic cell in the layout is sky130_fd_sc_hd__nor2_1.
- Per report_power, the clock group accounts for 34.0% of the total.
- The switching power of the nets reads 121 uW.
- The proportion of netlist area held by the largest area contributor reads 37.4%.
- The count of routing violations after the opening detailed-route iteration is 23.
- The required time at the endpoint of the critical path reads 3.29 ns.
- The pre-antenna-repair detailed-routing pass consisted of 4 iterations.
- The switching share of total power reads 21.7%.
- The final setup violation count reads 0.
- The longest individual stage delay on the worst path reads 0.80 ns.
- The via count of the first global-routing pass reads 856.
- Per Yosys stat, the portion of area used by sequential elements is 52.2%.
- The hold-fix buffer count after cts is 0.
- The peak fanout along the critical path reads 16.
- In this run the number of H-tree levels came out at 1.
- On the final layout, the worst hold slack is 0.524 ns.
- The vertical die size is 109 um.
- The pin count of the biggest net entering global routing reads 25.
- The most area-hungry cell type in the Yosys netlist reads sky130_fd_sc_hd__dfrtp_1.
- The TritonCTS clock tree reads done.
- The cell count after synthesis is 116.
- The reported leakage power is 0.573 nW.
- The final layout report lists a filler cell count of 836.
- The chip occupies 11,900 um^2.
==> Yosys cell counts, types with 2 or more instances <==
library cell,n
sky130_fd_sc_hd__a21oi_1,4
sky130_fd_sc_hd__and2_1,4
sky130_fd_sc_hd__and3_1,3
sky130_fd_sc_hd__dfrtp_1,18
sky130_fd_sc_hd__dfstp_2,6
sky130_fd_sc_hd__ha_1,2
sky130_fd_sc_hd__nand2_1,7
sky130_fd_sc_hd__nand3_1,12
sky130_fd_sc_hd__nand4_1,4
sky130_fd_sc_hd__nor2_1,19
sky130_fd_sc_hd__nor2b_1,2
sky130_fd_sc_hd__nor4_1,2
sky130_fd_sc_hd__nor4bb_1,2
sky130_fd_sc_hd__xnor2_1,3
sky130_fd_sc_hd__xor2_1,10
==> kinds of logic (layout without fill, tap and decap cells) <==
kind of cell	after synthesis	after routing	share of synthesized area, %
AND-OR/OR-AND	11	11	7.69
AND/OR/NAND/NOR	62	62	26.7
adder cells (fa/ha/maj)	2	2	2.08
flip-flops	25	25	52.2
multiplexers	1	1	0.832
buffers and inverters	2	9	1.04
XOR/XNOR	13	13	9.46
==> metrics by stage <==
stage	instances	instance area, um^2
finish	225	1410
global route	225	1410
CTS	225	1410
detailed placement	221	1360
global placement	221	1360
floorplan	116	1200
==> cell type report <==
class,count,area (um^2),area share (%)
Tap cell,102,128,9.08
Timing Repair Buffer,4,37.5,2.67
Multi-Input combinational cell,89,563,40.1
Clock buffer,4,45.0,3.21
Inverter,1,3.75,0.267
Sequential cell,25,628,44.7
==> power by group through the flow <==
stage / Clock [mW] / Sequential [mW] / Combinational [mW]
4_1_cts: 0.198 / 0.338 / 0.0293
5_1_grt: 0.209 / 0.340 / 0.0339
6_report: 0.189 / 0.338 / 0.0285
==> metal layers <==
| metal | GRT usage, % | vias to the layer above | share of wire [%] |
|---|---|---|---|
| met5 | 0 | - | 0 |
| met4 | 0.659 | 0 | 0 |
| met3 | 0.239 | 0 | 1.3 |
| met2 | 5.61 | 11 | 44 |
| met1 | 5.42 | 384 | 55 |
| li1 | - | 422 | - |
==> registers in the layout (all words and copies together) (netlist names) <==
signal     count
count_hi      12
count_low     12
out            1
==> worst paths after layout <==
check | from | slack [ns] | cells after the start | endpoint
worst min-delay path | count_hi[11] | 0.52 | 1 | count_hi[11]
worst max register to register | count_low[6] | 1.31 | 4 | count_low[8]
worst max-delay path | in | 1.23 | 3 | count_hi[7]
max in group asynchronous | rst_l | 2.11 | 2 | count_hi[5]
worst min register to register | count_hi[11] | 0.52 | 1 | count_hi[11]
min in group asynchronous | rst_l | 0.70 | 2 | count_hi[1]
Power figures rest on the tool's default switching activity, not on a simulated workload.
