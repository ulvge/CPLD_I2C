==> constraint.sdc <==
current_design io_deglitch

set clk_period 1.0
set clk_io_pct 0.2

create_clock -name clk0 -period $clk_period [get_ports {clk}]

set non_clock_inputs [all_inputs -no_clocks]
set_input_delay [expr $clk_period * $clk_io_pct] -clock clk0 $non_clock_inputs
set_output_delay [expr $clk_period * $clk_io_pct] -clock clk0 [all_outputs]
==> config.mk <==
export PLATFORM = sky130hd
export DESIGN_NAME = io_deglitch
export DESIGN_NICKNAME = io_deglitch
export VERILOG_FILES = /design/flow/design.v
export SDC_FILE = /design/flow/constraint.sdc
export NUM_CORES = 4
export LEC_CHECK = 1
export CORE_AREA = 10 10 70 70
export DIE_AREA = 0 0 80 80
==> design.v <==
module io_deglitch(
    clk,
    rst_l,
    in,
    out);
	 parameter COUNT_WIDTH = 3;
	 parameter COUNT_MAX = 2**COUNT_WIDTH-1;
	 parameter COUNT_MIN = 0;
    input clk;
    input rst_l;
    input in;
    output out;
    reg out;
    reg [COUNT_WIDTH-1:0] delay_posedge_count;
    reg [COUNT_WIDTH-1:0] delay_negedge_count;
    always @(posedge clk or negedge rst_l)
    if(~rst_l) begin
        delay_negedge_count[COUNT_WIDTH-1:0] = 0;
        delay_posedge_count[COUNT_WIDTH-1:0] = 0;
    end
    else begin
        if (in == 1) begin
            delay_negedge_count[COUNT_WIDTH-1:0] = 0;
            delay_posedge_count[COUNT_WIDTH-1:0] = delay_posedge_count[COUNT_WIDTH-1:0] < COUNT_MAX ? 
                                                delay_posedge_count[COUNT_WIDTH-1:0]+1 : delay_posedge_count[COUNT_WIDTH-1:0];
        end
        else begin
            delay_posedge_count[COUNT_WIDTH-1:0] = 0;
            delay_negedge_count[COUNT_WIDTH-1:0] = delay_negedge_count[COUNT_WIDTH-1:0] < COUNT_MAX ? 
                                                delay_negedge_count[COUNT_WIDTH-1:0]+1 : delay_negedge_count[COUNT_WIDTH-1:0];
        end
    end
    always @(posedge clk)
    if ((out == 0) && (delay_posedge_count[COUNT_WIDTH-1:0] == COUNT_MAX)) begin
        out <= 1'b1;
    end
    else begin
        if ((out == 1) && (delay_negedge_count[COUNT_WIDTH-1:0] == COUNT_MAX)) begin
            out <= 1'b0;
        end
    end
endmodule
==> run.sh <==
#!/bin/bash
# OpenROAD 26Q1-2900-gdf79404cd8, Yosys 0.63+post, stock flow scripts
make -C /OpenROAD-flow-scripts/flow DESIGN_CONFIG=/design/flow/config.mk WORK_HOME=/design/flow/orfs finish
==> reports/metrics.csv <==
stage;metric;value;unit
outcome;status;finished, violations left;
outcome;failed_checks;setup timing;
critical_path;required;1.15;ns
global_route;grt_first_pass_wirelength;1062;microns
critical_path;cp-end-kind;register;
logic_synthesis;simple_gate_area_share;12.29;%
drt;highest_layer;met3;
pwr;p_clk_share;34.4;%
logic_synthesis;yosys-stat-area;295.3;sq um
pwr;p_leak;0.2248;nW
logic_synthesis;synth_flops;7;
final_timing;timing.fmax;0.9108;GHz
logic_synthesis;aoi_share;8.475;%
logic_synthesis;xor_area_share;0;%
critical_path;cp.arrival;1.25;ns
logic_synthesis;synth_area;295.3;sq um
floorplanning;fp.dieW;80;microns
critical_path;ff2ff_path_depth;4;
logic_synthesis;synth_warnings;1;
global_route;grt_max_degree;8;
layout;final_cells;88;
floorplanning;die_area;0.006400;sq mm
pwr;share_comb_of_total_power;22.6;%
global_route;track_usage;2.163;%
pwr;power.internal;0.0005896;W
pwr;switchingPower;0.0002097;W
drt;drt_first_iter_violations;17;
drt;drt-vias-per-instance;2.795;
final_timing;worst_slack;-0.09788;ns
place;io_buffers;3;
floorplanning;die_h;80;microns
layout;postLayoutCellArea;525.5;sq um
clock_tree;h-tree-depth;1;
pwr;p_seq_share;43.1;%
clock_tree;cts_sinks;7;
critical_path;r2r_end;delay_negedge_count[2];
run;warnings;28;
layout;synthToLayoutAreaGrowth;77.97;%
drt;first_pass_iters;4;
worst_hold_path;hp-class;input pin to async pin;
drt;wl_met3;85;microns
critical_path;crit_path_start_kind;register;
clock_tree;path_clk_slew;0.06;ns
clock_tree;cts_max_path_buffers;2;
logic_synthesis;synth.distinct_cells;11;
drt;wl_per_cell;7.659;microns
place;place_hpwl;463.5;microns
final_timing;setup_tns;-0.09788;ns
drt;drt-total-wl;674;microns
critical_path;rrSetupSlack;-0.1;ns
final_timing;finalClockSkew;0.005397;ns
pwr;peakVddDrop;0.5921;mV
critical_path;criticalPathCategory;register to register;
final_timing;finalSetupViolCount;1;
logic_synthesis;yosysCellCount;26;
global_route;grt_pass1_vias;229;
final_timing;relSlewSlack;79.81;%
logic_synthesis;syn_avg_cell_area;11.36;sq um
clock_tree;clock_latency;0.26;ns
logic_synthesis;synth_seq_share;57.63;%
final_timing;fin_crit_sh;109.8;%
place;dpl-instance-area;457.9;sq um
final_timing;slew_viol_final;0;
final_timing;final.min_clock_period;1.098;ns
place;dp_slack;-0.1243;ns
logic_synthesis;synthMuxAreaShare;3.390;%
clock_tree;cts_hold_buf;0;
critical_path;startpoint;delay_negedge_count[0];
logic_synthesis;synthCells;26;
logic_synthesis;topCombFamilyByArea;adder cells;
pwr;p_sw_share;26.23;%
clock_tree;cts_tree;yes;
final_timing;worstMarginPinSlew;0.3019;ns
final_timing;final-hold-violation-count;0;
final_timing;rsz0062_at_grt;true;
pwr;powerDensity;1521;mW/mm^2
global_route;antenna_found_initial;0;
floorplanning;core-area;0.003416;sq mm
clock_tree;numCtsBuffers;3;
drt;met2WireLength;245;microns
global_route;gr-total-overflow;0;
critical_path;crit_fanout;2;
run;drv_cap;0;
clock_tree;root_buffer;clkbuf_4;
drt;wl_met1;343;microns
drt;ant_nets;0;
floorplanning;rows;21;
floorplanning;num_io_pins;4;
critical_path;regToRegStartpoint;delay_negedge_count[0];
floorplanning;fp_util;8.645;%
logic_synthesis;ys_sh_adder;16.95;%
place;gp_congestion;0.7074;
layout;layout-drive-gt1-share;45.24;%
drt;antenna_cells;0;
drt;num_vias;246;
place;dpl.cell_count;81;
drt;drc_errors;0;
## cell usage in the layout (no fill, tap or decap), drive strengths merged
master,n
buf,9
a21boi,1
dfxtp,1
nand4,1
inv,1
nand2,6
a31oi,2
ha,4
a21oi,1
clkdlybuf4s15,1
clkbuf,4
nor2,2
mux2i,1
clkdlybuf4s50,2
dfrtp,6
## synth_stat cells
library cell | number | area share, %
dfrtp_1 | 6 | 51
nand2_1 | 6 | 7.6
ha_1 | 4 | 17
a31oi_1 | 2 | 4.2
nor2_1 | 2 | 2.5
a21boi_1 | 1 | 2.5
a21oi_1 | 1 | 1.7
dfxtp_1 | 1 | 6.8
inv_1 | 1 | 1.3
mux2i_1 | 1 | 3.4
nand4_1 | 1 | 2.1
## cell families after synthesis
family	Yosys count
AND-OR/OR-AND	4
adder cells (fa/ha/maj)	4
buffers and inverters	1
flip-flops	7
multiplexers	1
AND/OR/NAND/NOR	9
## area by class of cell
cell class	instances	area [sq um]
tap	46	57.56
multi-input combinational	18	168.9
clock buffer	4	26.28
timing repair buffer	12	97.59
sequential	7	171.4
fill	396	2890
inverter	1	3.754
## worst max path at each step
| stage | to | slack (ns) | cells past startpoint |
|---|---|---|---|
| final | delay_negedge_count[2] | -0.1 | 4 |
| after global routing | delay_negedge_count[2] | -0.13 | 4 |
| after CTS | delay_negedge_count[2] | -0.09 | 4 |
## critical path: stages (launching register included)
cell and delay, ns:
dfrtp_1 0.39, ha_2 0.20, ha_4 0.22, a31oi_4 0.14, nor2_2 0.04
## repair_timing
item,in CTS,in global routing
gates cloned,0,0
resized,3,3
setup endpoints to repair,3,2
setup buffers,2,1
endpoints found under the hold margin,0,0
pin swaps,2,2
## state kept, by name (all words and copies together) (netlist names)
signal and flops:
delay_negedge_count 3, delay_posedge_count 3, out 1
## through the flow
step	total power [W]	hold slack [ns]	util, %
2_1_floorplan	0.0003985	-0.09559	-
3_3_place_gp	0.0004918	0.4685	13.41
3_5_place_dp	0.0004993	0.4669	13.41
4_1_cts	0.0007906	0.1837	14.65
5_1_grt	0.0008642	0.1909	15.38
6_report	0.0007993	0.1865	15.38
## power groups by stage
stage | clock [W] | combinational [W] | sequential (W)
6_report | 0.000275 | 0.000180 | 0.000344
5_1_grt | 0.000316 | 0.000199 | 0.000349
4_1_cts | 0.000287 | 0.000159 | 0.000344
## metal layers
layer	GRT usage, %	up-vias
met5	0	-
li1	-	122
met2	2.408	12
met4	0.3521	0
met3	1.932	0
met1	2.963	112
Power is estimated from default activity; no workload was simulated.
